### /design/flow/config.mk
export PLATFORM = sky130hd
export DESIGN_NAME = uart_tx
export DESIGN_NICKNAME = uart_tx
export VERILOG_FILES = /design/flow/design.v
export SDC_FILE = /design/flow/constraint.sdc
export NUM_CORES = 4
export LEC_CHECK = 1
export CORE_AREA = 10 10 102 102
export DIE_AREA = 0 0 112 112
### /design/flow/run.sh
#!/bin/bash
# OpenROAD 26Q1-2900-gdf79404cd8, Yosys 0.63+post, stock flow scripts
make -C /OpenROAD-flow-scripts/flow DESIGN_CONFIG=/design/flow/config.mk WORK_HOME=/design/flow/orfs finish
### /design/flow/design.v
package riscv_pkg;
    parameter XLEN = 32;
    parameter ALEN = 32;
    parameter LED_WIDTH  = 4;
    parameter logic [ALEN-1:0] MMIO_LED_ADDR = 32'hFFFF_FFF0;
    typedef enum logic [6:0] {
        OP_R_TYPE   = 7'b0110011,  
        OP_I_TYPE   = 7'b0010011,  
        OP_LOAD     = 7'b0000011,  
        OP_STORE    = 7'b0100011,  
        OP_BRANCH   = 7'b1100011,  
        OP_JAL      = 7'b1101111,  
        OP_JALR     = 7'b1100111,  
        OP_LUI      = 7'b0110111,  
        OP_AUIPC    = 7'b0010111,  
        OP_SYSTEM   = 7'b1110011,  
        OP_FENCE    = 7'b0001111   
    } opcode_t;
    typedef enum logic [3:0] {
        ALU_ADD  = 4'b0010,
        ALU_SUB  = 4'b0110,
        ALU_AND  = 4'b0000,
        ALU_OR   = 4'b0001,
        ALU_XOR  = 4'b1001,
        ALU_SLL  = 4'b1010,
        ALU_SRL  = 4'b1011,
        ALU_SRA  = 4'b1100,
        ALU_SLT  = 4'b0111,
        ALU_SLTU = 4'b1000
    } alu_op_t;
    typedef enum logic [2:0] {
        F3_ADD_SUB = 3'b000,  
        F3_SLL     = 3'b001,  
        F3_SLT     = 3'b010,  
        F3_SLTU    = 3'b011,  
        F3_XOR     = 3'b100,  
        F3_SRL_SRA = 3'b101,  
        F3_OR      = 3'b110,  
        F3_AND     = 3'b111   
    } funct3_alu_t;
    typedef enum logic [2:0] {
        F3_BYTE  = 3'b000,  
        F3_HALF  = 3'b001,  
        F3_WORD  = 3'b010,  
        F3_LBU   = 3'b100,  
        F3_LHU   = 3'b101   
    } funct3_mem_t;
    typedef enum logic [2:0] {
        F3_BEQ  = 3'b000,
        F3_BNE  = 3'b001,
        F3_BLT  = 3'b100,
        F3_BGE  = 3'b101,
        F3_BLTU = 3'b110,
        F3_BGEU = 3'b111
    } funct3_branch_t;
endpackage
module uart_tx #(
    parameter CLKS_PER_BIT = 868  
)(
    input  logic       clk,
    input  logic       rst,
    input  logic       tx_start,
    input  logic [7:0] tx_data,
    output logic       tx,
    output logic       tx_busy,
    output logic       tx_done
);
    typedef enum logic [2:0] {
        IDLE      = 3'b000,
        START_BIT = 3'b001,
        DATA_BITS = 3'b010,
        STOP_BIT  = 3'b011,
        CLEANUP   = 3'b100
    } state_t;
    state_t state;
    logic [15:0] clk_count;
    logic [2:0]  bit_index;
    logic [7:0]  data_buffer;
    always_ff @(posedge clk) begin
        if (rst) begin
            state       <= IDLE;
            tx          <= 1'b1;  
            tx_busy     <= 1'b0;
            tx_done     <= 1'b0;
            clk_count   <= 0;
            bit_index   <= 0;
            data_buffer <= 0;
        end else begin
            case (state)
                IDLE: begin
                    tx          <= 1'b1;
                    tx_done     <= 1'b0;
                    clk_count   <= 0;
                    bit_index   <= 0;
                    if (tx_start) begin
                        state       <= START_BIT;
                        tx_busy     <= 1'b1;
                        data_buffer <= tx_data;
                    end else begin
                        tx_busy     <= 1'b0;
                    end
                end
                START_BIT: begin
                    tx <= 1'b0;  
                    if (clk_count < CLKS_PER_BIT - 1) begin
                        clk_count <= clk_count + 1;
                    end else begin
                        clk_count <= 0;
                        state     <= DATA_BITS;
                    end
                end
                DATA_BITS: begin
                    tx <= data_buffer[bit_index];  
                    if (clk_count < CLKS_PER_BIT - 1) begin
                        clk_count <= clk_count + 1;
                    end else begin
                        clk_count <= 0;
                        if (bit_index < 7) begin
                            bit_index <= bit_index + 1;
                        end else begin
                            bit_index <= 0;
                            state     <= STOP_BIT;
                        end
                    end
                end
                STOP_BIT: begin
                    tx <= 1'b1;  
                    if (clk_count < CLKS_PER_BIT - 1) begin
                        clk_count <= clk_count + 1;
                    end else begin
                        clk_count <= 0;
                        state     <= CLEANUP;
                        tx_done   <= 1'b1;
                    end
                end
                CLEANUP: begin
                    tx_done <= 1'b1; 
                    state   <= IDLE;
                    tx_busy <= 1'b0;
                end
                default: state <= IDLE;
            endcase
        end
    end
endmodule
### /design/flow/constraint.sdc
current_design uart_tx

set clk_period 4.1
set clk_io_pct 0.2

create_clock -name clk0 -period $clk_period [get_ports {clk}]

set non_clock_inputs [all_inputs -no_clocks]
set_input_delay [expr $clk_period * $clk_io_pct] -clock clk0 $non_clock_inputs
set_output_delay [expr $clk_period * $clk_io_pct] -clock clk0 [all_outputs]
==> results.txt <==
Notes on the physical design

The fmax is 439 MHz. The clock tree from TritonCTS is built. The total of max-cap violations is 0. The kind of critical path is in2reg. The clock skew is 0.00517 ns. The post-synthesis sequential area ratio is 43.6%. The share of final-layout standard cells stronger than drive strength 1 is 11.7%. The top cell type in the final layout, fill and taps aside, is sky130_fd_sc_hd__dfxtp_1.

The number of placed instances with taps included is 285. The setup violation total in the final timing report is 0. The kind of start point of the critical path is a primary input. The total DRC errors in the routed layout is 0.

The detailed-router iteration count before antenna repair is 4. The final cell count without fillers is 293. The antenna diode instance count is 0. The period utilization is 55.5%. Along the critical path, the tally of buffer and inverter instances is 4. After detailed routing, the number of vias per cell comes to 4.47. The quantity of hold-fixing buffers added after cts is 0. The overall routing resource usage is 5.25%. The cell with the biggest individual delay on the critical path is sky130_fd_sc_hd__a41oi_1.

The via count of the first global-routing pass is 1259. Ranked by total cell area, the synthesized netlist is headed by sky130_fd_sc_hd__dfxtp_1, sky130_fd_sc_hd__nand3_1, sky130_fd_sc_hd__a21oi_1, sky130_fd_sc_hd__nand2_1, sky130_fd_sc_hd__nor2_1. The layout report lists the combined flip-flop and latch area as 701 sq um.

The flow reports that the clock network draws 44.4% of the design power. The synthesized area is 1610 sq um. At the floorplan stage, the core utilization is reported as 19.5%. For this sky-water flow run, the detailed-routed wirelength per cell is reported as 11.2 um.

Per the log, the first TritonRoute iteration ended with a DRC count of 86. The sequential group share of total power is 49.4%. The first-pass GRT wire length is 5.87 mm. Once synthesis finished, the tally of register bits stood at 35.

The report lists the number of standard-cell rows as 33. The dominant delay contributor by cell family on the critical path is buffers and inverters. The worst relative slew slack is 51.4%. The last weighted congestion value of the routability-driven placer is 0.782. The dominant synthesized flop cell is sky130_fd_sc_hd__dfxtp_1. The TritonCTS buffer count is 5. The clock transition at the register clock pins on the worst setup and hold paths after CTS is 0.07 ns.

The clock tree buffer depth is 2. The worst supply voltage drop on vdd is 129 uV. The post-synthesis to final-layout area growth is 20.3%. The cell-internal power is 567 uW. The longest incremental delay of any stage on the critical path is reported as 0.50 ns. The report lists the power per cell area as 373 nW/um^2. Listed in order, past its start point the critical path passes clkdlybuf4s50_1 -> buf_4 -> inv_1 -> a41oi_1 -> buf_4 -> nor2_1.

In this run, distinct cell masters in the synthesized netlist total 44. The synthesized design spends more area on one cell type than any other, namely sky130_fd_sc_hd__dfxtp_1. The arrival time of data at the worst endpoint is listed as 2.46 ns.

The count of clock tree sinks is 35. The number of port buffers is 13. The flow ran to the end, and the final reports show no timing, DRC or antenna violations. The area of the chip is 12500 sq um.

The leakage power summed over all cells is 0.643 nW. The transition time recorded at the tightest slew-check pin is 0.723 ns. The synthesized design contains 0 enable-type register cells. The yosys stat chip area is 1610 sq um.

STA classifies the critical path endpoint as a flop. The hold slack is 0.454 ns. The cell type with the highest occurrence count on the critical path is sky130_fd_sc_hd__buf_4. In the final layout, the multi-input gates occupy 815 sq um. The die span in y is 112 um. The switching power total is 153 uW.

The yosys warning tally is 1. The total number of vias is 1310. In the final report, the number of hold violations comes to 0. The layout has 857 filler cells. The setup fix buffers added after clock tree synthesis is 0. The number of instances resized during post-cts repair is 0. Combinational logic is responsible for 6.1% of the overall power. The warning total across the stage logs is 25.

Summed over all layers, the global routing overflow is 0. Setup repair after global routing left no endpoint under its margin. Yosys stat counts 175 cells in the synthesized netlist. The floorplan report gives the top-level pin count as 14.

The total routed wirelength is 3.29 mm. The core area is 8220 sq um. The initial antenna violation count is 0. The horizontal extent of the die is 112 um. After layout, the minimum clock period comes to 2.28 ns. Detailed placement ended at an HPWL of 2.35 mm. Net switching is 21.2% of the power. STA puts the critical path data required time at 4.28 ns. At the end of the flow the core is filled with cells to 23.5%. Ranking logic cells in the layout by count gives the top entries sky130_fd_sc_hd__dfxtp_1, sky130_fd_sc_hd__nand2_1, sky130_fd_sc_hd__nor2_1, sky130_fd_sc_hd__nand3_1, sky130_fd_sc_hd__a21oi_1. The proportion of netlist area held by the largest area contributor is 43.6%. The H-tree depth is 2. The clock tree root driver cell is sky130_fd_sc_hd__clkbuf_8.

The final timing report lists a max-slew violation count of 0. The maximum number of pins on one net before global-route repair is 22. Yosys reported that registers with async set or reset make up 0%. The largest driver fanout on the critical path is 21. Adding up every negative setup slack in the final design gives 0 ns.

The insertion delay of the later-clocked pin in the worst-skew pair is 0.29 ns. Checking hold timing, the worst path is listed with class reg2reg. The remaining antenna violation count after routing is 0. The average cell area after synthesis is 9.17 sq um.

The cell count after synthesis is 175.
## logic make-up after synthesis
kind of cell	Yosys count	synth area share, %
flip-flops	35	43.6
XOR/XNOR	7	3.82
buffers and inverters	16	5.61
multiplexers	4	4.05
AND/OR/NAND/NOR	77	25.3
AND-OR/OR-AND	34	16.0
adder cells (fa/ha/maj)	2	1.56
## cell type report
cell class	count	area share (%)
tap	105	6.80
clock buffer	6	4.27
timing repair buffer	15	7.51
inverter	6	1.17
sequential	35	36.3
clock inverter	2	1.81
multi-input combinational	124	42.2
## worst reg2reg max path, cell delays in order, from the launching register on
cell	delay, ns
sky130_fd_sc_hd__dfxtp_1	0.33
sky130_fd_sc_hd__or4_4	0.54
sky130_fd_sc_hd__nor4_4	0.54
sky130_fd_sc_hd__a41oi_1	0.42
sky130_fd_sc_hd__buf_4	0.28
sky130_fd_sc_hd__nor2_1	0.09
## per-layer routing
| metal | vias up | GRT usage (%) | share of wire [%] |
|---|---|---|---|
| li1 | 659 | - | - |
| met2 | 21 | 8.55 | 48 |
| met5 | - | 0 | 0 |
| met3 | 6 | 1.19 | 3.9 |
| met1 | 624 | 6.91 | 46 |
| met4 | 0 | 1.27 | 2.5 |
## power groups by stage
| stage | logic [mW] | registers [mW] | clock network (mW) |
|---|---|---|---|
| after CTS | 0.0446 | 0.356 | 0.327 |
| after global routing | 0.0498 | 0.358 | 0.347 |
| final | 0.0441 | 0.356 | 0.320 |
## cell usage after synthesis, types with 2 or more instances
library cell and n:
sky130_fd_sc_hd__dfxtp_1 35, sky130_fd_sc_hd__nand2_1 17, sky130_fd_sc_hd__nand3_1 17, sky130_fd_sc_hd__nor2_1 17, sky130_fd_sc_hd__a21oi_1 15, sky130_fd_sc_hd__and3_1 7, sky130_fd_sc_hd__inv_1 6, sky130_fd_sc_hd__a41oi_1 4
sky130_fd_sc_hd__clkbuf_1 4, sky130_fd_sc_hd__xnor2_1 4, sky130_fd_sc_hd__nand4_1 3, sky130_fd_sc_hd__nor3_1 3, sky130_fd_sc_hd__xor2_1 3, sky130_fd_sc_hd__buf_6 2, sky130_fd_sc_hd__ha_1 2, sky130_fd_sc_hd__mux2i_1 2
sky130_fd_sc_hd__mux4_2 2, sky130_fd_sc_hd__nor4_1 2, sky130_fd_sc_hd__o21ai_0 2, sky130_fd_sc_hd__o32ai_1 2, sky130_fd_sc_hd__or3_1 2, sky130_fd_sc_hd__or4_1 2
## worst paths after layout
check	startpoint	end	slack (ns)	depth (start not counted)
max	rst	clk_count[9]	1.82	6
min	data_buffer[5]	data_buffer[5]	0.45	2
max reg2reg	clk_count[15]	clk_count[7]	1.85	5
min reg2reg	data_buffer[5]	data_buffer[5]	0.45	2
## sequential cells by signal, indices dropped and copies added (netlist names)
name and cells:
bit_index 3, clk_count 16, data_buffer 8, state 5
tx 1, tx_busy 1, tx_done 1
## stage by stage
stage	area [sq um]	setup slack (ns)	power, mW
after floorplan	1610	2.52	0.389
after global placement	1810	1.55	0.407
after detailed placement	1810	1.51	0.408
after CTS	1930	1.81	0.727
after global routing	1930	1.64	0.754
final	1930	1.82	0.720
Power is estimated from default activity; no workload was simulated.
