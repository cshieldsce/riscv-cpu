`/design/flow/design.v`:
```
package riscv_pkg;
    parameter XLEN = 32;
    parameter ALEN = 32;
    parameter LED_WIDTH  = 4;
    parameter logic [ALEN-1:0] MMIO_LED_ADDR = 32'hFFFF_FFF0;
    typedef enum logic [6:0] {
        OP_R_TYPE   = 7'b0110011,  
        OP_I_TYPE   = 7'b0010011,  
        OP_LOAD     = 7'b0000011,  
        OP_STORE    = 7'b0100011,  
        OP_BRANCH   = 7'b1100011,  
        OP_JAL      = 7'b1101111,  
        OP_JALR     = 7'b1100111,  
        OP_LUI      = 7'b0110111,  
        OP_AUIPC    = 7'b0010111,  
        OP_SYSTEM   = 7'b1110011,  
        OP_FENCE    = 7'b0001111   
    } opcode_t;
    typedef enum logic [3:0] {
        ALU_ADD  = 4'b0010,
        ALU_SUB  = 4'b0110,
        ALU_AND  = 4'b0000,
        ALU_OR   = 4'b0001,
        ALU_XOR  = 4'b1001,
        ALU_SLL  = 4'b1010,
        ALU_SRL  = 4'b1011,
        ALU_SRA  = 4'b1100,
        ALU_SLT  = 4'b0111,
        ALU_SLTU = 4'b1000
    } alu_op_t;
    typedef enum logic [2:0] {
        F3_ADD_SUB = 3'b000,  
        F3_SLL     = 3'b001,  
        F3_SLT     = 3'b010,  
        F3_SLTU    = 3'b011,  
        F3_XOR     = 3'b100,  
        F3_SRL_SRA = 3'b101,  
        F3_OR      = 3'b110,  
        F3_AND     = 3'b111   
    } funct3_alu_t;
    typedef enum logic [2:0] {
        F3_BYTE  = 3'b000,  
        F3_HALF  = 3'b001,  
        F3_WORD  = 3'b010,  
        F3_LBU   = 3'b100,  
        F3_LHU   = 3'b101   
    } funct3_mem_t;
    typedef enum logic [2:0] {
        F3_BEQ  = 3'b000,
        F3_BNE  = 3'b001,
        F3_BLT  = 3'b100,
        F3_BGE  = 3'b101,
        F3_BLTU = 3'b110,
        F3_BGEU = 3'b111
    } funct3_branch_t;
endpackage
import riscv_pkg::*;
module IF_Stage (
    input  logic            clk, rst,
    input  logic [XLEN-1:0] next_pc_in,
    input  logic [XLEN-1:0] instruction_in,   
    output logic [XLEN-1:0] instruction_out,
    output logic [XLEN-1:0] pc_out,
    output logic [XLEN-1:0] pc_plus_4_out
);
    PC pc_inst (
        .clk(clk),
        .rst(rst),
        .pc_in(next_pc_in),
        .pc_out(pc_out)
    );
    assign instruction_out = instruction_in;
    assign pc_plus_4_out = pc_out + 32'd4;
endmodule
import riscv_pkg::*;
module PC (
    input  logic            clk, rst,
    input  logic [XLEN-1:0] pc_in,
    output logic [XLEN-1:0] pc_out = {XLEN{1'b0}}
);
    always_ff @(posedge clk) begin
        if (rst) begin
            pc_out <= {XLEN{1'b0}};
        end else begin
            pc_out <= pc_in;
        end
    end
endmodule
```
`/design/flow/run.sh`:
```
#!/bin/bash
# OpenROAD 26Q1-2900-gdf79404cd8, Yosys 0.63+post, stock flow scripts
make -C /OpenROAD-flow-scripts/flow DESIGN_CONFIG=/design/flow/config.mk WORK_HOME=/design/flow/orfs finish
```
`/design/flow/config.mk`:
```
export PLATFORM = sky130hd
export DESIGN_NAME = IF_Stage
export DESIGN_NICKNAME = IF_Stage
export VERILOG_FILES = /design/flow/design.v
export SDC_FILE = /design/flow/constraint.sdc
export NUM_CORES = 4
export LEC_CHECK = 1
export CORE_UTILIZATION = 30
```
`/design/flow/constraint.sdc`:
```
current_design IF_Stage

set clk_period 7.8
set clk_io_pct 0.2

create_clock -name clk0 -period $clk_period [get_ports {clk}]

set non_clock_inputs [all_inputs -no_clocks]
set_input_delay [expr $clk_period * $clk_io_pct] -clock clk0 $non_clock_inputs
set_output_delay [expr $clk_period * $clk_io_pct] -clock clk0 [all_outputs]
```
==> results_dict.tcl <==
# flow metrics
set metrics [dict create \
    endpoint_kind "output port" \
    hold_viol_final 0 \
    critPathLaunch "pc_inst.pc_out[2]" \
    internal_power_w 0.000284 \
    dpl.cell_count 314 \
    p_sw_w 0.0000782 \
    most_common_cell "buf_4" \
    firstDrtPassIters 6 \
    clk_path_buf_depth 2 \
    wl_per_cell_um 12.1 \
    die_w_um 77.3 \
    top_register "pc_inst.pc_out" \
    ir_drop_v 0.0000699 \
    numSynthFlops 32 \
    gp_congestion 0.778 \
    cts_max_level 2 \
    worst_hold_path_type "in -> reg" \
    pre_cts_ws_ns 4.03 \
    grt_first_pass_wirelength_um 6150 \
    cap_violations 0 \
    critPathLaunchType "flip-flop" \
    ys_top_cells_by_count "buf_4, dfxtp_1, nor2b_1" \
    switching_share 0.216 \
    ctsHoldBuffers 0 \
    vias 1337 \
    grt_usage 0.132 \
    edf_count 0 \
    slew_headroom 0.649 \
    warnings 25 \
    seqPwrFrac 0.509 \
    clkPwrFrac 0.322 \
    postSynthCellCount 181 \
    crit_end "pc_plus_4_out[30]" \
    status "finished clean" \
    topCellsByArea "dfxtp_1, buf_4, nor2b_1, xnor2_1, xor2_1" \
    post_synth.cell_area_avg_um2 9.40 \
    io_buffers 97 \
    initCoreUtil 0.311 \
    gr-total-overflow 0 \
    layout-drive-gt1-share 0.0562 \
    ant_nets 0 \
    period_minus_slack_ns 4.02 \
    die_y_um 77.3 \
    power.total_w 0.000362 \
    fin_setup_tns_ns 0 \
    via_per_inst 4.17 \
    diodes 0 \
    max_freq_mhz 249 \
    stdcell_count 321 \
    area_delta_synth_final_pct 51.7 \
    grt_max_degree 33 \
    hold_depth 2 \
    fillers 562 \
    finalSetupViolations 0 \
    reg_top3 "pc_inst.pc_out x32" \
    top_area_frac 0.376 \
    min_from "next_pc_in[17]" \
    p_per_area_nw_per_um2 140 \
    die_area_um2 5980 \
    synth_area_um2 1700 \
    arrival_ns 2.46 \
    core-area_um2 5470 \
    worstSetupPathType "reg -> out" \
    first_iter_violations 41 \
    ys.flop_type "dfxtp_1" \
    cts_buffers 5 \
    ys_warn_count 1 \
    cts_tree "built" \
    dp_hpwl_um 3020 \
    combPwrFrac 0.169 \
    ys_seq_frac 0.376 \
    grt_pass1_vias 1296 \
    finalCritPeriodShare 0.515 \
    tightestPinTransition_ns 0.522 \
    slew_violations 0 \
    largest_reg_flops 32 \
    power.leakage_nw 0.974 \
    rsz0062_at_grt "no" \
    clock-root-buffer "clkbuf_8" \
    cts_setup_buffers 0 \
    finalWirelength_um 3870 \
    yosys_cells 181 \
    ys_chip_area_um2 1700 \
    row_count 27 \
    fin_ws_ns 3.78 \
    async_flop_share 0 \
    cts.sinks 32 \
    clk_pin_slew_ns 0.06 \
    cts-resized-gates 0 \
    antenna_found_initial 0 \
    pin_count 162 \
    timing.hold.ws_ns 1.83 \
    required_ns 6.24 \
    crit_path_max_fanout 8 \
    ys_types 21 \
    remaining_drc_errors 0 \
    yosysTopAreaCell "dfxtp_1" \
]
layer usage:
layer | up-vias | routed length, um | global-route usage
li1 | 684 | - | -
met1 | 572 | 1620 | 0.164
met2 | 71 | 1890 | 0.226
met3 | 10 | 308 | 0.0399
met4 | 0 | 61 | 0.0264
met5 | - | 0 | 0
worst min path at each step:
| stage | endpoint | slack (ns) |
|---|---|---|
| final | pc_inst.pc_out[17] | 1.83 |
| after global routing | pc_inst.pc_out[12] | 1.83 |
| after CTS | pc_inst.pc_out[17] | 1.82 |
power groups by stage:
stage | clock [W] | sequential [W] | combinational [W]
4_1_cts | 0.000123 | 0.000184 | 0.0000624
5_1_grt | 0.000129 | 0.000186 | 0.0000669
6_report | 0.000117 | 0.000184 | 0.0000612
cell usage in the layout (no fill, tap or decap), types with 3 or more instances in the layout:
cell and n:
dfxtp_1 32, xor2_1 9, nor2b_1 32, clkbuf_8 5, nor4_4 3, nand3_1 10, nor2_1 6, nor3_1 3
and3_1 4, inv_1 3, nand2_1 10, xnor2_1 19, nand4_1 6, clkdlybuf4s50_1 97
cell families after synthesis:
family,after synthesis,share of synthesized area
buffers and inverters,40,0.163
adders and majority gates,1,0.00735
and+or+nand+nor,80,0.309
xor gates and xnor gates,28,0.144
DFF,32,0.376
cell type report:
type,instances,area [um^2],share of cell area
multi-input combinational,109,783,0.303
inverter,3,11.3,0.00436
timing repair buffer,98,978,0.379
sequential,32,641,0.248
clock buffer,6,72.6,0.0281
tap,72,90.1,0.0349
clock inverter,1,5.00,0.00194
critical path, stage by stage (launching register included):
cell             delay, ns
dfxtp_1               0.40
ha_1                  0.21
nand3_1               0.25
nor4_4                0.47
nand4_1               0.20
xnor2_1               0.16
clkdlybuf4s50_1       0.50
metrics by stage:
step	area, um^2	utilization
after floorplan	1700	-
after global placement	2500	0.457
after detailed placement	2500	0.457
after CTS	2580	0.472
after global routing	2580	0.472
final	2580	0.472
Power and IR drop assume default switching activity.
