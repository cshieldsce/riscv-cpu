**design.v**
```verilog
package riscv_pkg;
    parameter XLEN = 32;
    parameter ALEN = 32;
    parameter LED_WIDTH  = 4;
    parameter logic [ALEN-1:0] MMIO_LED_ADDR = 32'hFFFF_FFF0;
    typedef enum logic [6:0] {
        OP_R_TYPE   = 7'b0110011,  
        OP_I_TYPE   = 7'b0010011,  
        OP_LOAD     = 7'b0000011,  
        OP_STORE    = 7'b0100011,  
        OP_BRANCH   = 7'b1100011,  
        OP_JAL      = 7'b1101111,  
        OP_JALR     = 7'b1100111,  
        OP_LUI      = 7'b0110111,  
        OP_AUIPC    = 7'b0010111,  
        OP_SYSTEM   = 7'b1110011,  
        OP_FENCE    = 7'b0001111   
    } opcode_t;
    typedef enum logic [3:0] {
        ALU_ADD  = 4'b0010,
        ALU_SUB  = 4'b0110,
        ALU_AND  = 4'b0000,
        ALU_OR   = 4'b0001,
        ALU_XOR  = 4'b1001,
        ALU_SLL  = 4'b1010,
        ALU_SRL  = 4'b1011,
        ALU_SRA  = 4'b1100,
        ALU_SLT  = 4'b0111,
        ALU_SLTU = 4'b1000
    } alu_op_t;
    typedef enum logic [2:0] {
        F3_ADD_SUB = 3'b000,  
        F3_SLL     = 3'b001,  
        F3_SLT     = 3'b010,  
        F3_SLTU    = 3'b011,  
        F3_XOR     = 3'b100,  
        F3_SRL_SRA = 3'b101,  
        F3_OR      = 3'b110,  
        F3_AND     = 3'b111   
    } funct3_alu_t;
    typedef enum logic [2:0] {
        F3_BYTE  = 3'b000,  
        F3_HALF  = 3'b001,  
        F3_WORD  = 3'b010,  
        F3_LBU   = 3'b100,  
        F3_LHU   = 3'b101   
    } funct3_mem_t;
    typedef enum logic [2:0] {
        F3_BEQ  = 3'b000,
        F3_BNE  = 3'b001,
        F3_BLT  = 3'b100,
        F3_BGE  = 3'b101,
        F3_BLTU = 3'b110,
        F3_BGEU = 3'b111
    } funct3_branch_t;
endpackage
import riscv_pkg::*;
module RegFile (
    input  logic            clk,
    input  logic            RegWrite,
    input  logic [4:0]      rs1, rs2, rd,
    input  logic [XLEN-1:0] WriteData,
    output logic [XLEN-1:0] ReadData1,
    output logic [XLEN-1:0] ReadData2
);
    logic [XLEN-1:0] register_memory [0:31];  
    initial begin
        for (int i = 0; i < 32; i = i + 1) begin
            register_memory[i] = {XLEN{1'b0}};
        end
    end
    always_comb begin
        if (rs1 == 5'b0) begin
            ReadData1 = {XLEN{1'b0}};
        end else if (RegWrite && (rd == rs1) && (rd != 5'b0)) begin
            ReadData1 = WriteData;  
        end else begin
            ReadData1 = register_memory[rs1];
        end
        if (rs2 == 5'b0) begin
            ReadData2 = {XLEN{1'b0}};
        end else if (RegWrite && (rd == rs2) && (rd != 5'b0)) begin
            ReadData2 = WriteData;  
        end else begin
            ReadData2 = register_memory[rs2];
        end
    end
    always_ff @(posedge clk) begin
        if (RegWrite && (rd != 5'b0)) begin
            register_memory[rd] <= WriteData;
        end
    end
endmodule
```
**run.sh**
```bash
#!/bin/bash
# OpenROAD 26Q1-2900-gdf79404cd8, Yosys 0.63+post, stock flow scripts
make -C /OpenROAD-flow-scripts/flow DESIGN_CONFIG=/design/flow/config.mk WORK_HOME=/design/flow/orfs finish
```
**config.mk**
```make
export PLATFORM = sky130hd
export DESIGN_NAME = RegFile
export DESIGN_NICKNAME = RegFile
export VERILOG_FILES = /design/flow/design.v
export SDC_FILE = /design/flow/constraint.sdc
export NUM_CORES = 4
export LEC_CHECK = 1
export CORE_UTILIZATION = 30
```
**constraint.sdc**
```tcl
current_design RegFile

set clk_period 10.2
set clk_io_pct 0.2

create_clock -name clk0 -period $clk_period [get_ports {clk}]

set non_clock_inputs [all_inputs -no_clocks]
set_input_delay [expr $clk_period * $clk_io_pct] -clock clk0 $non_clock_inputs
set_output_delay [expr $clk_period * $clk_io_pct] -clock clk0 [all_outputs]
```
==> flow_summary.toml <==
# synthesis and place-and-route metrics
[critical_path]
cp_max_fo = 39
crit_chain = "clkdlybuf4s50_1 -> or2_1 -> o41ai_2 -> or4_2 -> buf_4 -> nand3_1 -> o221a_1 -> clkdlybuf4s50_1"
worstPathArrival_ns = 5.84
crit_path_end_kind = "output port"
critical-path-max-stage-delay_ns = 1.07
critical_path.top_delay_family = "simple AND/OR/NAND/NOR gates"
crit_slowest_cell = "or4_2"
cpMostUsedCell = "clkdlybuf4s50_1"
start_kind = "input pin"
worstSetupPathType = "input pin to output port"
crit_required_ns = 8.16
path_buffers = 3

[synth]
synthTopCellsByCount = "edfxtp_1, mux2i_1, mux4_2"
yosys-stat-area_um2 = 48700
topCellsByArea = "edfxtp_1, mux2i_1, mux4_2"
syn-cell-area_um2 = 48700
ys_cells = 3020
mux_share = 0.234
simple_gate_share = 0.0292
ys.flops = 1024
synth_cell_type_count = 46
yosys.area.top_type_share = 0.631
synthCells = 3020
ys_seq_frac = 0.631
yosys_warnings = 1
logic_family = "multiplexers"
edf_count = 1024
yosys.area_share.xor_xnor = 0.00180
syn_avg_cell_area_um2 = 16.1
ys_sh_aoi = 0.0776
async_flop_share = 0
fa_ha_area_frac = 0
top_area_cell = "edfxtp_1"
synth-main-ff-cell = "edfxtp_1"
synth_top_cell_by_count = "edfxtp_1"

[floorplan]
core_area_um2 = 161000
dieArea_um2 = 164000
die_x_um = 405
die_h_um = 405
fp-row-count = 147
fp_util = 0.303
pin_count = 113

[cts]
numCtsBuffers = 98
postCtsSetupRepairBufs = 0
cts_max_path_buffers = 3
cts_max_level = 3
cts-resized-gates = 0
clkTransAtPathRegs_ns = 0.06
postCtsHoldBufs = 0
cts_tree = "built"
cts.sinks = 1024
root_buffer = "clkbuf_16"

[finish]
final_area_um2 = 55900
fill_cells = 15100
largest_reg_flops = 1024
syn_to_final_growth_pct = 14.7
largest-register = "register_memory"
utilization = 0.347
layout-drive-gt1-share = 0.166
reg_top3 = "register_memory x1024"

[place]
dp_hpwl_um = 91800
port_buffers = 112
place_area_um2 = 52700
place_congestion = 0.900

[final_timing]
fmax_mhz = 127
min_period_ns = 7.88
grt_setup_unrepaired = "false"
worst_pin_slew_ns = 1.13
final_hold_viol_count = 0
holdWs_ns = 2.19
setup-violations-final = 0
min_period_over_period = 0.772
slew_violations = 0
setup_tns_ns = 0
slew_headroom = 0.241

[global_route]
grt_pass1_vias = 31600
antenna_found_initial = 10
grt_pass1_wl_um = 222000
grt_max_degree = 83
gr-usage-all-layers = 0.203
grt-ovfl-total = 0

[route]
drtPass1Iterations = 5
drt-vias-per-instance = 5.59
wl_per_cell_um = 29.2
wirelength_um = 157000
drcViolationCount = 0
postRouteAntennaNets = 0
first_iter_violations = 2028
via_count = 30000

[flow_run]
drv_cap = 0
openroad.warnings = 26

[power]
p_leak_nw = 19.0
peakVddDrop_v = 0.000147
power.density_nw_per_um2 = 166
p_total_mw = 9.26

[status]
status = "finished clean"

[worst_hold_path]
hp-class = "input pin to flop"
## power by group
group	switching [mW]	total (mW)	internal, mW
Combinational	0.571	0.937	0.367
Clock	1.59	3.61	2.02
Sequential	0.0233	4.72	4.69
## routing by layer
metal / wire length (um) / GRT usage
met3: 30400 / 0.176
met5: 232 / 0.00922
met2: 68100 / 0.284
met4: 4880 / 0.0518
met1: 53100 / 0.232
## area by class of cell
class                   count  area [um^2]  area share
diodes                      3         7.51    0.000134
clock buffers             119         2570      0.0461
multi-input cells        1770        17100       0.307
clock inverters            57          541     0.00968
well taps                2160         2700      0.0484
repair buffers            242         2140      0.0383
flip-flops and latches   1024        30700       0.550
inverters                   1         3.75   0.0000672
## final timing paths
check	startpoint	end	slack, ns	cells past startpoint
worst max-delay path	rd[0]	ReadData1[25]	2.32	8
worst min-delay path	WriteData[3]	register_memory[17][3]	2.19	2
## logic make-up (layout without fill, tap and decap cells)
| family | Yosys count | count (layout) |
|---|---|---|
| AOI/OAI and AO/OA | 539 | 539 |
| xor gates and xnor gates | 10 | 10 |
| buffers and inverters | 257 | 419 |
| DFF | 1024 | 1024 |
| muxes | 892 | 892 |
| other | 1 | 35 |
| and+or+nand+nor | 297 | 297 |
## stage by stage
| stage | setup WS [ns] | cells |
|---|---|---|
| 3_5_place_dp | 2.36 | 5197 |
| 6_report | 2.32 | 5376 |
| 4_1_cts | 2.36 | 5373 |
| 2_1_floorplan | 4.66 | 3051 |
| 3_3_place_gp | 2.43 | 5197 |
| 5_1_grt | 2.08 | 5373 |
## cells in the final DEF, fill, tap and decap left out, drive strengths merged, types with 32 or more instances in the layout
cell           synthesis  layout
a221oi                62      62
clkinv                 0      38
clkdlybuf4s50          0     102
conb                   1      32
a22oi                189     189
o21ai                 64      64
nand3                100     100
clkbuf               123     119
buf                  133     140
a31oi                 62      62
nor2                  36      36
nand2                101     101
mux2i                692     692
a21oi                 95      95
edfxtp              1024    1024
mux4                 199     199
No activity file was given, so power comes from the tool's default toggle rates.
